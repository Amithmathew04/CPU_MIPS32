==> /design/flow/design.v <==
`timescale 1ns/1ps
module Arithmetic_Unit(
    input  wire [31:0] OpA,
    input  wire [31:0] OpB,
    input  wire binvert,      
    output wire [31:0] out,
    output wire Overflow,
    output wire cout_final
);
    wire [31:0] B_mux;
    wire [7:0] P_group, G_group;
    wire [7:0] block_carries;
    assign B_mux = binvert ? ~OpB : OpB;
    Global_LCU_8way lcu (
        .cin(binvert),      
        .P(P_group),
        .G(G_group),
        .C(block_carries),
    );
    genvar i;
    generate
        for (i = 0; i < 8; i = i + 1) begin : gen_cla
            CLA_4bit cla_inst (
                .a(OpA[i*4 +: 4]),
                .b(B_mux[i*4 +: 4]),
                .cin(block_carries[i]),
                .sum(out[i*4 +: 4]),
                .Pg(P_group[i]),
                .Gg(G_group[i])
            );
        end
    endgenerate
    assign cout_final = G_group[7] | (P_group[7] & block_carries[7]);
    assign Overflow =(OpA[31] & B_mux[31] & ~out[31]) | (~OpA[31] & ~B_mux[31] & out[31]);
endmodule
module Logical_Unit(
    input wire [31:0] OpA,
    input wire [31:0] OpB,
    input wire [1:0] LogicOp,
    output reg [31:0] Out
);
    always @(*) begin
        case(LogicOp)
            2'b00: Out = OpA & OpB;
            2'b01: Out = OpA | OpB;
            2'b10: Out = OpA ^ OpB;
            2'b11: Out = ~(OpA | OpB);
            default: Out = 32'b0;
        endcase
    end
endmodule
module CLA_4bit(
    input  wire [3:0] a, b,
    input  wire cin,
    output wire [3:0] sum,
    output wire Pg, Gg 
);
    wire [3:0] p = a ^ b; 
    wire [3:0] g = a & b; 
    wire [4:0] c;         
    assign c[0] = cin;
    assign c[1] = g[0] | (p[0] & c[0]);
    assign c[2] = g[1] | (p[1] & g[0]) | (p[0] & p[1] & c[0]);
    assign c[3] = g[2] | (p[2] & g[1]) | (p[2] & p[1] & g[0]) | (p[2] & p[1] & p[0] & c[0]);
    assign sum = p ^ c[3:0];
    assign Pg = &p; 
    assign Gg = g[3] | (p[3] & g[2]) | (p[3] & p[2] & g[1]) | (p[3] & p[2] & p[1] & g[0]);
endmodule
module Global_LCU_8way(
    input  wire cin,
    input  wire [7:0] P, 
    input  wire [7:0] G, 
    output reg  [7:0] C     
);
    integer i;
    always @(*) begin
        C[0] = cin;
        for (i = 0; i < 7; i = i + 1) begin
            C[i+1] = G[i] | (P[i] & C[i]);
        end
    end
endmodule
module Shifter_Unit(
    input  wire [31:0] DataIn,
    input  wire [4:0]  Shamt,
    input  wire [1:0]  ShiftType, 
    output reg  [31:0] DataOut
);
    wire [31:0] stage1, stage2, stage3, stage4, stage5;
    wire fill;
    assign fill = (ShiftType == 2'b10) ? DataIn[31] : 1'b0;
    assign stage1 = Shamt[4] ? (ShiftType == 2'b00 ? {DataIn[15:0], 16'b0} : {{16{fill}}, DataIn[31:16]}) : DataIn;
    assign stage2 = Shamt[3] ? (ShiftType == 2'b00 ? {stage1[23:0], 8'b0} : {{8{fill}}, stage1[31:8]}) : stage1;
    assign stage3 = Shamt[2] ? (ShiftType == 2'b00 ? {stage2[27:0], 4'b0} : {{4{fill}}, stage2[31:4]}) : stage2;
    assign stage4 = Shamt[1] ? (ShiftType == 2'b00 ? {stage3[29:0], 2'b0} : {{2{fill}}, stage3[31:2]}) : stage3;
    assign stage5 = Shamt[0] ? (ShiftType == 2'b00 ? {stage4[30:0], 1'b0} :  {fill, stage4[31:1]}) : stage4;
    always @(*) DataOut = stage5;
endmodule
module ALU(
    input  wire [31:0] op1,        
    input  wire [31:0] op2,       
    input  wire [4:0]  shamt,      
    input  wire [3:0]  ALUControl, 
    output reg  [31:0] ALUout,
    output wire Zero,
    output wire Overflow,
    output wire Negative
);
    wire [31:0] add_sub_out;
    wire [31:0] logical_out;
    wire [31:0] shift_out;
    wire cout_internal;
    wire is_sub = (ALUControl == 4'b0110 || ALUControl == 4'b0111);
    Arithmetic_Unit AU (
        .OpA(op1), .OpB(op2), .binvert(is_sub),
        .out(add_sub_out), .Overflow(Overflow), .cout_final(cout_internal)
    );
    Logical_Unit LU (
        .OpA(op1), .OpB(op2), .LogicOp(ALUControl[1:0]),
        .Out(logical_out)
    );
    Shifter_Unit Shift (
        .DataIn(op2), .Shamt(shamt), .ShiftType(ALUControl[1:0]),
        .DataOut(shift_out)
    );
    always @(*) begin
        case (ALUControl)
            4'b0000, 4'b0001, 4'b1100, 4'b1010: ALUout = logical_out; 
            4'b0010, 4'b0110: ALUout = add_sub_out;                   
            4'b0111:          ALUout = {31'b0, add_sub_out[31] ^ Overflow}; 
            4'b1000, 4'b1001, 4'b1011: ALUout = shift_out;           
            default:          ALUout = 32'b0;
        endcase
    end
    assign Zero = (ALUout == 32'b0);
    assign Negative = ALUout[31];
endmodule
==> /design/flow/run.sh <==
#!/bin/bash
# OpenROAD 26Q1-2900-gdf79404cd8, Yosys 0.63+post, stock flow scripts
make -C /OpenROAD-flow-scripts/flow DESIGN_CONFIG=/design/flow/config.mk WORK_HOME=/design/flow/orfs finish
==> /design/flow/config.mk <==
export PLATFORM = sky130hd
export DESIGN_NAME = ALU
export DESIGN_NICKNAME = ALU
export VERILOG_FILES = /design/flow/design.v
export SDC_FILE = /design/flow/constraint.sdc
export NUM_CORES = 4
export LEC_CHECK = 1
export CORE_UTILIZATION = 50
==> /design/flow/constraint.sdc <==
current_design ALU

set clk_period 16.3
set clk_io_pct 0.2

create_clock -name clk0 -period $clk_period

set non_clock_inputs [all_inputs -no_clocks]
set_input_delay [expr $clk_period * $clk_io_pct] -clock clk0 $non_clock_inputs
set_output_delay [expr $clk_period * $clk_io_pct] -clock clk0 [all_outputs]
==> results.tsv <==
stage	metric	value	unit
clocking	hold_buffers	0	
global_route	grt_overflow_total	0	
final_layout	drive_gt1_frac	0.05744	
yosys	ys.warnings.count	4	
drt	wl_per_cell	29.39	um
worst_setup_path	worstSetupStartpoint	ALUControl[3]	
die	ioPinCount	108	
global_route	grt_pass1_vias	10146	
yosys	yosys_cells	1329	
yosys	syn-cell-area	9116	um2
place	place.port_buffers	108	
drt	antennaDiodeCount	0	
final_layout	logic_area	8178	um2
flow_run	warning_count	66	
power	p_sw_frac	0.6193	
worst_setup_path	cp_cell_sequence	clkdlybuf4s50_1, and3b_2, buf_4, xnor2_1, ha_1, a21oi_1, o21ai_1, a2111oi_2, nand2_2, a221oi_2, o21bai_1, fa_1, nand2_1, o21ai_0, a2111oi_2, nand3_1, nor4_1, nand4b_1, and4bb_1, and4b_1, and3_1, clkdlybuf4s50_1	
place	place_ws	3.664	ns
final_layout	n_clock_buffer	0	
drt	viasPerCell	7.289	
global_route	grt_pass1_wl	65900	um
yosys	syn_inst	1329	
final_timing	finalClockPeriodUsage	0.7827	
worst_setup_path	cp-start-kind	input pin	
drt	drt_iter0_drc	1521	
power	power.leakage	4.113	nW
drt	dr.pass1.iters	6	
power	power.clock.fraction	0	
place	dp_hpwl	35820	um
worst_setup_path	cpPeakStageDelay	0.58	ns
global_route	grt_usage	0.4965	
final_layout	fin_util	0.5633	
final_layout	area_growth	10.62	%
drt	drcViolationCount	0	
flow_run	drv_cap	0	
yosys	yosysChipArea	9116	um2
clocking	post-cts-setup-buffer-count	0	
power	intPower	0.0001488	W
final_timing	fin_ws	3.542	ns
final_timing	rsz0062_at_grt	false	
final_timing	max_freq	78.38	MHz
worst_setup_path	critical_path.endpoint	Zero	
final_layout	register_area	0	um2
global_route	grt_antenna_before_repair	1	
power	comb_power_share	1.000	
drt	vias	11567	
worst_setup_path	worstSetupPathType	in -> out	
worst_setup_path	cp-end-kind	output port	
final_layout	nFillCells	1753	
worst_setup_path	cp.arrival	9.50	ns
power	power_density	38.76	nW/um2
clocking	cts_resized	0	
hold_path	holdCritPathClass	in -> out	
hold_path	hp-start	ALUControl[0]	
die	dieArea	18780	um2
yosys	ys_seq_frac	0	
yosys	postSynthAreaPerCell	6.859	um2
die	core_area	17900	um2
drt	wirelength	46640	um
power	seqPwrFrac	0	
final_timing	tightestPinTransition	1.039	ns
final_timing	finalSetupViolations	0	
yosys	yosys.cell_types.count	95	
final_timing	slew_headroom	0.3062	
final_timing	min_period	12.76	ns
final_timing	slew_viol_final	0	
place	place_area	10080	um2
worst_setup_path	required	13.04	ns
die	num_rows	49	
die	die_h	137.0	um
final_timing	tns	0	ns
worst_setup_path	cp_slowest_cell	a2111oi_2	
outcome	status	completed	
worst_setup_path	path_max_fanout	37	
die	die-width	137.0	um
final_timing	hold_violations	0	
power	ir_drop	0.03917	mV
power	switchingPower	0.0002421	W
die	initial_core_util	0.5092	
global_route	grt_max_degree	72	
final_layout	seq_cell_count	0	
final_layout	stdcell_area	10080	um2
place	place.gp.congestion	1.143	
power	power	0.0003909	W
drt	ant_nets	0	
-- cell type report --
class                           count  share of cell area
Timing Repair Buffer              139              0.1279
Tap cell                          229             0.02841
Inverter                           88             0.03275
Multi-Input combinational cell   1131              0.8109
-- layer usage --
layer	routed length (um)	part of all wire	vias to the layer above	GRT usage
met4	4029	0.086	3	0.3474
li1	-	-	5094	-
met2	18580	0.40	912	0.6975
met3	6302	0.14	236	0.1538
met1	17660	0.38	5322	0.6386
met5	73	0.0016	-	0.03611
-- critical path: cells and delay by family --
kind	cells	cell delay (ns)
AND-OR/OR-AND	7	1.94
XOR/XNOR	1	0.14
adder cells (fa/ha/maj)	2	0.83
buffers and inverters	3	1.47
AND/OR/NAND/NOR	9	1.83
-- cells in the final DEF, fill, tap and decap left out, drive strengths merged, types with 8 or more instances in the layout --
| cell | n |
|---|---|
| o21bai | 8 |
| mux2i | 66 |
| nand4 | 9 |
| inv | 88 |
| nor3 | 37 |
| a21oi | 103 |
| xnor2 | 68 |
| nor2b | 17 |
| a221oi | 11 |
| a211oi | 31 |
| clkdlybuf4s50 | 102 |
| a221o | 8 |
| o211ai | 44 |
| a211o | 12 |
| nand2 | 88 |
| and2 | 8 |
| a31oi | 20 |
| nor4 | 8 |
| buf | 37 |
| o21ai | 76 |
| nor2 | 111 |
| nand3 | 36 |
| ha | 97 |
| or3 | 8 |
| nand2b | 23 |
| o22ai | 23 |
| o221ai | 24 |
| a32oi | 10 |
| o2111ai | 12 |
| o31ai | 10 |
| xor2 | 15 |
| a21o | 11 |
-- power by group through the flow --
stage | logic (W) | registers [W] | clock network (W)
after CTS | 0.000375 | 0 | 0
after global routing | 0.000412 | 0 | 0
final | 0.000391 | 0 | 0
-- per-stage QoR --
step | instances | hold slack (ns)
2_1_floorplan | 1329 | 6.698
3_3_place_gp | 1587 | 7.517
3_5_place_dp | 1587 | 7.528
4_1_cts | 1587 | 7.529
5_1_grt | 1587 | 7.593
6_report | 1587 | 7.545
-- cell usage after synthesis (all sizes together) (7+ instances only) --
library cell | instances | area share
a31oi | 20 | 0.014
o2111ai | 12 | 0.012
mux2 | 7 | 0.0091
clkbuf | 32 | 0.013
nand3 | 36 | 0.020
ha | 97 | 0.13
a21o | 11 | 0.0091
o211ai | 44 | 0.036
or3b | 7 | 0.0070
inv | 88 | 0.036
a21oi | 103 | 0.057
nor2b | 17 | 0.012
o311ai | 7 | 0.0067
buf | 78 | 0.055
xnor2 | 68 | 0.065
and2 | 8 | 0.0055
a32oi | 10 | 0.0096
o31ai | 10 | 0.0082
nor4 | 8 | 0.0055
nor2 | 111 | 0.046
o21ai | 76 | 0.042
a211o | 12 | 0.012
fa | 7 | 0.015
a2111oi | 7 | 0.0081
o22ai | 23 | 0.016
o21bai | 8 | 0.0070
xor2 | 15 | 0.014
a221o | 8 | 0.0088
nand2 | 88 | 0.037
o221ai | 24 | 0.023
a311oi | 7 | 0.0067
o21a | 7 | 0.0058
a211oi | 31 | 0.026
a221oi | 11 | 0.011
nand4 | 9 | 0.0062
nand2b | 23 | 0.016
mux2i | 66 | 0.072
or3 | 8 | 0.0055
nor3 | 37 | 0.022
-- how the worst min path moves through the flow --
stage	end	cells past startpoint
finish	ALUout[0]	5
global route	ALUout[0]	5
CTS	ALUout[0]	5
-- logic make-up (layout without fill, tap and decap cells) --
family                   after synthesis  after routing  synth area share
adder cells (fa/ha/maj)              104            104            0.1485
AND/OR/NAND/NOR                      392            392            0.2191
AND-OR/OR-AND                        479            479            0.3670
multiplexers                          73             73           0.08152
XOR/XNOR                              83             83           0.07974
buffers and inverters                198            227            0.1042
No activity file was given, so power comes from the tool's default toggle rates.
