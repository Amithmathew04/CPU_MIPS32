<file path="constraint.sdc">
current_design Ex_Mem_reg

set clk_period 3.8
set clk_io_pct 0.2

create_clock -name clk0 -period $clk_period [get_ports {clk}]

set non_clock_inputs [all_inputs -no_clocks]
set_input_delay [expr $clk_period * $clk_io_pct] -clock clk0 $non_clock_inputs
set_output_delay [expr $clk_period * $clk_io_pct] -clock clk0 [all_outputs]
</file>
<file path="run.sh">
#!/bin/bash
# OpenROAD 26Q1-2900-gdf79404cd8, Yosys 0.63+post, stock flow scripts
make -C /OpenROAD-flow-scripts/flow DESIGN_CONFIG=/design/flow/config.mk WORK_HOME=/design/flow/orfs finish
</file>
<file path="config.mk">
export PLATFORM = sky130hd
export DESIGN_NAME = Ex_Mem_reg
export DESIGN_NICKNAME = Ex_Mem_reg
export VERILOG_FILES = /design/flow/design.v
export SDC_FILE = /design/flow/constraint.sdc
export NUM_CORES = 4
export LEC_CHECK = 1
export CORE_UTILIZATION = 40
</file>
<file path="design.v">
`timescale 1ns/1ps
typedef struct packed {
    logic RegWrite;
    logic MemRead;
    logic MemWrite;
    logic MemtoReg;
    logic Branch;
    logic Jump;
    logic ALUSrc;
    logic [1:0] ALUOp;
} ctrl_t;
typedef struct packed {
    logic [31:0] PC_plus_4;
    logic [31:0] rs1_data;
    logic [31:0] rs2_data;
    logic [31:0] imm;
    logic [4:0] rs;
    logic [4:0] rt;
    logic [4:0] rd;
} idex_data_t;
typedef struct packed {
    logic RegWrite;
    logic MemRead;
    logic MemtoReg;
    logic Branch;
    logic Jump;
} exmem_ctrl_t;
typedef struct packed {
    logic [31:0] ALU_result;
    logic [31:0] WriteData;
    logic [31:0] PC_branch;
    logic [4:0]  rd;
    logic        Zero;
} exmem_data_t;
module IF_ID_reg(
    input logic clk,
    input logic reset,
    input logic stall,
    input logic flush,
    input logic [31:0] PC_plus_4in,
    input logic [31:0] instr_in,
    output logic [31:0] PC_plus_4out,
    output logic [31:0] instr_out
);
    always @(posedge clk)
    begin
        if (reset || flush) begin
            PC_plus_4out <= 32'b0;
            instr_out <= 32'b0;
        end else if (!stall) begin
            PC_plus_4out <= PC_plus_4in;
            instr_out <= instr_in;
        end
    end
endmodule
module ID_EX_reg(
    input  logic clk,
    input  logic reset,
    input  logic stall,
    input  logic flush,
    input  ctrl_t ctrl_in,
    input  idex_data_t data_in,
    output ctrl_t ctrl_out,
    output idex_data_t data_out
);
    always_ff @(posedge clk) begin
        if (reset || flush) begin
            ctrl_out <= '0;   
            data_out <= '0;
        end else if (!stall) begin
            ctrl_out <= ctrl_in;
            data_out <= data_in;
        end
    end
endmodule
module Ex_Mem_reg(
    input  logic clk,
    input  logic reset,
    input  logic stall,
    input  logic flush,
    input  exmem_ctrl_t  ctrl_in,
    input  exmem_data_t  data_in,
    output exmem_ctrl_t  ctrl_out,
    output exmem_data_t  data_out
);
    always_ff @(posedge clk) begin
        if (reset || flush) begin
            ctrl_out <= '0;  
            data_out <= '0;
        end
        else if (!stall) begin
            ctrl_out <= ctrl_in;
            data_out <= data_in;
        end
    end
endmodule
module Mem_WB_reg(
    input  logic clk,
    input  logic reset,
    input  logic stall,
    input  logic flush,
    input  logic RegWrite_in,
    input  logic MemtoReg_in,
    input  logic [31:0] ReadData_in,
    input  logic [31:0] ALU_result_in,
    input  logic [4:0]  rd_in,
    output logic RegWrite_out,
    output logic MemtoReg_out,
    output logic [31:0] ReadData_out,
    output logic [31:0] ALU_result_out,
    output logic [4:0] rd_out
);
    always_ff @(posedge clk) begin
        if (reset || flush) begin
            RegWrite_out   <= 1'b0;
            MemtoReg_out   <= 1'b0;
            ReadData_out   <= 32'b0;
            ALU_result_out <= 32'b0;
            rd_out         <= 5'b0;
        end
        else if (!stall) begin
            RegWrite_out   <= RegWrite_in;
            MemtoReg_out   <= MemtoReg_in;
            ReadData_out   <= ReadData_in;
            ALU_result_out <= ALU_result_in;
            rd_out         <= rd_in;
        end
    end
endmodule
</file>
==> results.yml <==
# generated from flow reports
setup_path:
  path_buffers: 2
  cp_top_family: "buffers and inverters"
  crit_fanout: 50
  crit_type: "in2reg"
  crit_required_ns: 4.03
  arrival_ns: 2.25
  slowest_stage: "or2_4"
  crit_chain: "clkdlybuf4s50_1 > or2_4 > buf_4 > nor2_1"
  cpPeakStageDelay_ns: 0.49
  rr_worst_depth: 2
  startpoint_type: "primary input"
  end_kind: "register"
  crit_cells: 4
pwr:
  ir_drop_v: 0.000176
  p_sw_mw: 0.487
  p_seq_share_pct: 54.5
  power_density_nw_per_um2: 349
  swShare_pct: 22.6
  power_leakage_nw: 2.56
  p_comb_share_pct: 14.3
  power.share.clock_pct: 31.1
  internal_power_mw: 1.67
clock_tree:
  cts_root_buf: "clkbuf_8"
  h-tree-depth: 3
  cts_buffers: 9
  cts_tree: "yes"
  path_clk_slew_ns: 0.09
  clockBufferDepth: 2
  clk_latency_ns: 0.35
  clock_sinks: 107
  cts_resized: 0
  postCtsSetupBuffers: 0
  ctsHoldBuffers: 0
drt:
  drtIter0Drc: 73
  vias: 3094
  wl_per_cell_um: 14.0
  dr.pass1.iters: 4
  drt-total-wl_um: 9360
  viasPerCell: 4.62
  drc: 0
  diodes: 0
  drtAntennaViolNets: 0
worst_hold_path:
  min_path_type: "reg2reg"
  min_path_cells: 2
grt:
  grt_antenna_before_repair: 0
  grt-ovfl-total: 0
  track_usage_pct: 19.2
  grt_pass1_vias: 2981
  grt_max_degree: 67
  grt_pass1_wl_um: 14700
floorplanning:
  pin_count: 218
  die_y_um: 99.4
  fp.dieW_um: 99.4
  fp.coreArea_um2: 9200
  std_cell_rows: 35
  die_area_um2: 9870
  fp_util_pct: 41.2
timing:
  finalClockPeriodUsage_pct: 53.1
  clock.fmax_mhz: 496
  rsz0062_at_grt: "false"
  hold_violations: 0
  holdWs_ns: 0.500
  fin_worst_skew_ns: 0
  tightest_slew_ns: 0.796
  slew_headroom_pct: 46.9
  setup_viol: 0
  fin_crit_ns: 2.02
  slew_viol_final: 0
  fin_tns_setup_ns: 0
yosys:
  ys_cells: 346
  synth_area_um2: 3790
  syn_area_per_cell_um2: 11.0
  ys_chip_area_um2: 3790
  mux_share_pct: 28.3
  adder_share_pct: 0
  ys_warn_count: 1
  logic_family: "multiplexers"
  aoi_share_pct: 0
  simple_gate_area_share_pct: 10.8
  synthCells: 346
  ys_seq_share_pct: 56.5
  ys_ff: 107
  synth-xor-area-share_pct: 0
  synth.distinct_cells: 8
final_layout:
  drive_above_1_share_pct: 3.76
  syn_to_final_growth_pct: 62.7
placed_design:
  gp_congestion: 0.750
  dpl.hpwl_um: 6730
  port_buffers: 217
outcome:
  outcome: "complete, no violations"
job:
  warnings: 26
  maxCapViolations: 0
[registers in the layout, summed over array words and instances, names as in the netlist]
signal / cells
ctrl_out: 5
data_out: 102
[metal layers]
layer	share of wire [%]	wire length (um)	global-route usage, %
met1	43	3980	26.9
met2	44	4160	29.7
met3	12	1140	8.08
met4	0.88	82	2.04
met5	0	0	0
[Yosys cell counts (all sizes together)]
cell type	instances	area share [%]
buf	17	3.8
mux2i	107	28
nor2	107	11
or2	1	0.17
dfxtp	107	57
clkbuf	7	0.69
[cell usage in the layout, fill, tap and decap left out]
cell	instances
buf_6	1
or2_4	1
buf_12	1
clkinv_4	3
mux2i_1	107
clkbuf_8	12
dfxtp_1	107
clkinvlp_4	1
clkdlybuf4s50_1	216
nor2_1	107
buf_4	2
[final timing paths]
check	start	end	slack (ns)
min reg2reg	data_out[56]	data_out[56]	0.50
min	data_out[56]	data_out[56]	0.50
max	flush	data_out[66]	1.78
max reg2reg	data_out[19]	data_out[19]	3.15
[worst reg2reg max path, stage by stage, from the launching register on]
cell	delay, ns
dfxtp_1	0.32
mux2i_1	0.15
nor2_1	0.06
[logic make-up (layout without fill, tap and decap cells)]
logic type	after synthesis	count (layout)
muxes	107	107
DFF	107	107
and+or+nand+nor	108	108
buffers and inverters	24	236
[layout make-up]
cell class | instances | area (um^2)
flip-flops and latches | 107 | 2140
clock inverters | 4 | 33.8
fillers | 739 | 3030
clock buffers | 12 | 165
repair buffers | 220 | 2210
multi-input cells | 215 | 1480
well taps | 111 | 139
[through the flow]
| stage | area (um^2) | utilization, % | power, mW | std cells | setup slack (ns) |
|---|---|---|---|---|---|
| 6_report | 6170 | 67.1 | 2.16 | 669 | 1.78 |
| 3_3_place_gp | 5970 | 64.9 | 1.51 | 653 | 1.44 |
| 2_1_floorplan | 3790 | - | 1.32 | 346 | 2.28 |
| 5_1_grt | 6170 | 67.1 | 2.26 | 669 | 1.67 |
| 4_1_cts | 6170 | 67.1 | 2.19 | 669 | 1.78 |
| 3_5_place_dp | 5970 | 64.9 | 1.51 | 653 | 1.40 |
[power by group through the flow]
stage	Sequential, mW	Clock [mW]	Combinational, mW
after CTS	1.18	0.699	0.313
after global routing	1.18	0.747	0.335
final	1.18	0.671	0.309
Power figures rest on the tool's default switching activity, not on a simulated workload.
